File: config.mk
export PLATFORM = sky130hd
export DESIGN_NAME = hexdecoder
export DESIGN_NICKNAME = hexdecoder
export VERILOG_FILES = /design/flow/design.v
export SDC_FILE = /design/flow/constraint.sdc
export NUM_CORES = 4
export LEC_CHECK = 1
export CORE_AREA = 10 10 70 70
export DIE_AREA = 0 0 80 80
File: constraint.sdc
current_design hexdecoder

set clk_period 1.7
set clk_io_pct 0.2

create_clock -name clk0 -period $clk_period

set non_clock_inputs [all_inputs -no_clocks]
set_input_delay [expr $clk_period * $clk_io_pct] -clock clk0 $non_clock_inputs
set_output_delay [expr $clk_period * $clk_io_pct] -clock clk0 [all_outputs]
File: design.v
module hexdecoder(c, display);
	input [3:0] c;
   output reg [6:0] display;
	always @ (*)
		case(c)
			4'b0000:	display = 7'b1000000;
			4'b0001:	display = 7'b1111001;
			4'b0010:	display = 7'b0100100;
			4'b0011:	display = 7'b0110000;
			4'b0100:	display = 7'b0011001;
			4'b0101:	display = 7'b0010010;
			4'b0110:	display = 7'b0000010;
			4'b0111:	display = 7'b1111000;
			4'b1000:	display = 7'b0000000;
			4'b1001:	display = 7'b0011000;
			4'b1010:	display = 7'b0001000;
			4'b1011:	display = 7'b0000011;
			4'b1100:	display = 7'b1000110;
			4'b1101:	display = 7'b0100001;
			4'b1110:	display = 7'b0000110;
			4'b1111:	display = 7'b0001110;
			default: display = 7'b1111111;
		endcase
endmodule
File: run.sh
#!/bin/bash
# OpenROAD 26Q1-2900-gdf79404cd8, Yosys 0.63+post, stock flow scripts
make -C /OpenROAD-flow-scripts/flow DESIGN_CONFIG=/design/flow/config.mk WORK_HOME=/design/flow/orfs finish
==> flow_metrics.tcl <==
# place-and-route summary
set metrics [dict create \
    outcome "complete, no violations" \
    seqPwrFrac_pct 0 \
    grt_pass1_vias 328 \
    hpwlAfterDp_um 708 \
    placedCellCount 99 \
    diodes 0 \
    maxSlewViolCount 0 \
    finalNonFillerCells 103 \
    power.total_w 0.000130 \
    via_per_inst 3.09 \
    grt_usage_pct 2.77 \
    p_sw_w 0.0000520 \
    max_slew.worst_pin.slew_ns 0.163 \
    via_count 318 \
    warning_count 38 \
    setup_violations 0 \
    worst-path-max-fanout 5 \
    p_leak_nw 0.288 \
    power_switching_share_pct 39.9 \
    met3_usage_pct 0 \
    finalClockPeriodUsage_pct 97.2 \
    routed_wl_um 924 \
    drive_gt1_share_pct 54.4 \
    use_met1_pct 3.43 \
    synthCells 34 \
    seq_area_sq_um 0 \
    pin_count 11 \
    yosysWarnings 1 \
    syn_avg_cell_area_sq_um 7.51 \
    ys_chip_area_sq_um 255 \
    finalHoldViolCount 0 \
    grt.busiest_layer "met2" \
    path_class "in2out" \
    slew_headroom_pct 88.8 \
    fin_tns_setup_ns 0 \
    first_pass_iters 2 \
    first_iter_violations 9 \
    yosysCellCount 34 \
    grt_max_degree 7 \
    ant_nets 0 \
    gr-total-overflow 0 \
    critPathArrivalTime_ns 1.31 \
    drc 0 \
    ys_types 19 \
    dieHeight_um 80 \
    clockBufferCount 0 \
    end_kind "primary output" \
    syn-cell-area_sq_um 255 \
    fmax_mhz 605 \
    io_buffers 11 \
    hold_path_class "in2out" \
    period_needed_ns 1.65 \
    start_kind "input pin" \
    ys_seq_share_pct 0 \
    met2_usage_pct 5.46 \
    combPwrFrac_pct 100.0 \
    area_growth_pct 134 \
    core_area_sq_um 3420 \
    fp.dieW_um 80 \
    worstPathRequired_ns 1.36 \
    wire_per_inst_um 8.97 \
    antenna_found_initial 0 \
    num_rows 21 \
    maxCapViolCount 0 \
    fp_util_pct 7.47 \
    rsz0062_at_grt "no" \
    p_int_w 0.0000784 \
    gp_congestion 0.669 \
    vdd_drop_max_mv 0.0324 \
    clkPwrFrac_pct 0 \
    cts_hold_buf 0 \
    grt_first_pass_wirelength_um 1510 \
    dieArea_sq_um 6400 \
    flop-count 0 \
    power.density_nw_per_um2 218 \
]
critical path: stages:
cell	delay (ns)
buf_6	0.11
inv_4	0.08
ha_4	0.21
nand2b_4	0.07
o21ai_1	0.05
a32o_1	0.21
dlygate4sd2_1	0.24
logic make-up after synthesis:
logic type	count (synthesis)	share of synthesized area, %
adders and majority gates	6	29.4
muxes	4	16.2
and+or+nand+nor	10	21.1
AOI/OAI and AO/OA	9	23.0
buffers and inverters	5	10.3
routing by layer:
layer	part of all wire [%]	wire length, um
met1	44	403
met5	0	0
met3	0.22	2
met2	56	518
met4	0	0
Yosys cell counts:
library cell  number  area (sq um)
nor2b_1            1          6.26
clkbuf_1           1          3.75
o21ai_1            1          5.00
buf_6              1          11.3
a22o_1             2          17.5
ha_1               6          75.1
mux2_2             1          11.3
nand2b_1           2          12.5
a32o_1             1          10.0
nor2_2             1          6.26
mux2i_1            3          30.0
inv_1              3          11.3
nor2_1             3          11.3
a21oi_1            1          5.00
o22ai_1            1          6.26
nand2_1            1          3.75
nand3_1            1          5.00
or3b_1             1          8.76
o21ai_0            3          15.0
layout make-up:
| type | count | area, sq um |
|---|---|---|
| Multi-Input combinational cell | 29 | 299 |
| Inverter | 3 | 18.8 |
| Timing Repair Buffer | 25 | 221 |
| Tap cell | 46 | 57.6 |
| Fill cell | 385 | 2820 |
power groups by stage:
stage         clock network, W  registers (W)  logic (W)
CTS                          0              0   0.000128
global route                 0              0   0.000143
finish                       0              0   0.000130
path summary, 6_finish.rpt:
| path | startpoint | endpoint | slack, ns | cells after the start |
|---|---|---|---|---|
| worst max-delay path | c[0] | display[1] | 0.05 | 7 |
| worst min-delay path | c[3] | display[6] | 1.18 | 4 |
cell usage in the layout (no fill, tap or decap):
cell and count:
o22ai_1 1, nor2_2 2, nor2b_2 1, mux2_2 1, dlymetal6s2s_1 2, mux2i_1 3, inv_4 1, buf_6 7
ha_4 4, ha_1 2, a22o_1 2, o21ai_1 3, o21ai_0 1, nor2_1 2, inv_6 1, nand2b_4 2
or3b_1 1, inv_1 1, nand3_1 1, nand2_1 1, a21oi_1 1, buf_2 2, buf_4 9, a32o_1 1
dlygate4sd2_1 4, clkbuf_2 1
per-stage QoR:
step / hold WS, ns / setup WS [ns] / area (sq um) / utilization [%]
global placement: 1.76 / -0.782 / 483 / 14.1
detailed placement: 1.76 / -0.778 / 483 / 14.1
CTS: 1.25 / -0.122 / 584 / 17.1
global route: 1.24 / 0.00500 / 597 / 17.5
floorplan: 0.780 / 0.287 / 255 / -
finish: 1.18 / 0.0479 / 597 / 17.5
timing repair:
item / CTS / global route
hold endpoints to repair: 0 / 0
setup buffers: 4 / 0
setup endpoints to repair: 7 / 5
pin swaps: 5 / 2
resized: 42 / 9
Power is estimated from default activity; no workload was simulated.
